$ cat flow/run.sh
#!/bin/bash
# OpenROAD 26Q1-2900-gdf79404cd8, Yosys 0.63+post, stock flow scripts
make -C /OpenROAD-flow-scripts/flow DESIGN_CONFIG=/design/flow/config.mk WORK_HOME=/design/flow/orfs finish
$ cat flow/config.mk
export PLATFORM = sky130hd
export DESIGN_NAME = my_module
export DESIGN_NICKNAME = my_module
export VERILOG_FILES = /design/flow/design.v
export SDC_FILE = /design/flow/constraint.sdc
export NUM_CORES = 4
export LEC_CHECK = 1
export CORE_AREA = 10 10 70 70
export DIE_AREA = 0 0 80 80
$ cat flow/constraint.sdc
current_design my_module

set clk_period 2.0
set clk_io_pct 0.2

create_clock -name clk0 -period $clk_period [get_ports {clk}]

set non_clock_inputs [all_inputs -no_clocks]
set_input_delay [expr $clk_period * $clk_io_pct] -clock clk0 $non_clock_inputs
set_output_delay [expr $clk_period * $clk_io_pct] -clock clk0 [all_outputs]
$ cat flow/design.v
module my_module(input clk, input sel, input [7:0] data, output reg [7:0] out);
    reg [7:0] internal_reg;
    always @(posedge clk) begin
        if(sel) begin
            internal_reg <= data;
        end else begin
            internal_reg <= internal_reg + 1;
        end
    end
    always @* begin
        case(internal_reg)
            8'h00: out = 8'h10;
            8'h01: out = 8'h20;
            8'h02: out = 8'h30;
            8'h03: out = 8'h40;
            default: out = 8'h50;
        endcase
    end
endmodule
==> impl_metrics.prom <==
# HELP chip_impl_metric Metrics from one implementation run
# TYPE chip_impl_metric gauge
chip_impl_info{name="grt_setup_unrepaired",value="no"} 1
chip_impl_info{name="worst_r2r_endpoint",value="internal_reg[7]"} 1
chip_impl_info{name="clockRootBuffer",value="sky130_fd_sc_hd__clkbuf_4"} 1
chip_impl_metric{name="route.antenna.diode_count",unit=""} 0
chip_impl_metric{name="fp_util",unit="%"} 14.9
chip_impl_metric{name="clock_share_of_power",unit="%"} 25.4
chip_impl_info{name="critical-path-slowest-cell",value="sky130_fd_sc_hd__or3_1"} 1
chip_impl_metric{name="arrival_worst_endpoint",unit="ps"} 1490
chip_impl_metric{name="report.final.setup_viol",unit=""} 0
chip_impl_metric{name="dp.final_hpwl",unit="mm"} 1.02
chip_impl_metric{name="synth-warning-count",unit=""} 1
chip_impl_metric{name="dieArea",unit="µm²"} 6400
chip_impl_metric{name="numCtsBuffers",unit=""} 3
chip_impl_info{name="outcome",value="finished, final reports clean"} 1
chip_impl_metric{name="power_leakage",unit="nW"} 0.319
chip_impl_metric{name="fmaxAchievable",unit="GHz"} 0.528
chip_impl_metric{name="netlist_area",unit="µm²"} 508
chip_impl_info{name="worstSetupPathType",value="reg2out"} 1
chip_impl_metric{name="cts_hold_repair.buffers",unit=""} 0
chip_impl_metric{name="numSynthFlops",unit=""} 8
chip_impl_info{name="synth-main-ff-cell",value="sky130_fd_sc_hd__dfxtp_1"} 1
chip_impl_metric{name="ys_seq_share",unit="%"} 31.5
chip_impl_metric{name="clock_insertion_delay_worst_skew",unit="ps"} 250
chip_impl_metric{name="max-vdd-ir-drop",unit="µV"} 350
chip_impl_metric{name="period_minus_slack",unit="ps"} 1890
chip_impl_info{name="setup.worst_path.end",value="out[6]"} 1
chip_impl_metric{name="worst_reg2reg_path_length_in_cells",unit=""} 4
chip_impl_metric{name="placed_insts",unit=""} 127
chip_impl_metric{name="postSynthCellCount",unit=""} 65
chip_impl_metric{name="post_route_cells_drive_above_1_share",unit="%"} 27.9
chip_impl_metric{name="whs",unit="ps"} 557
chip_impl_metric{name="synthDistinctLibCells",unit=""} 21
chip_impl_metric{name="grt.overflow.total",unit=""} 0
chip_impl_metric{name="cp_num_cells",unit=""} 4
chip_impl_metric{name="edf_count",unit=""} 0
chip_impl_metric{name="fin_cells",unit=""} 132
chip_impl_metric{name="synthArstFlopShare",unit="%"} 0
chip_impl_metric{name="openroad.warnings",unit=""} 29
chip_impl_metric{name="flop_area",unit="µm²"} 169
chip_impl_metric{name="floorplan.core_area",unit="µm²"} 3420
chip_impl_metric{name="ant_nets",unit=""} 0
chip_impl_metric{name="io_buffer_count",unit=""} 12
chip_impl_metric{name="finish.instance_area",unit="µm²"} 779
chip_impl_metric{name="largest_register_ffs",unit=""} 8
chip_impl_info{name="rr_startpoint",value="internal_reg[4]"} 1
chip_impl_info{name="endpoint_type_of_the_worst_setup_path",value="output port"} 1
chip_impl_metric{name="synth_stat.cells",unit=""} 65
chip_impl_metric{name="cts_htree_levels",unit=""} 1
chip_impl_metric{name="rrSetupSlack",unit="ps"} 740
chip_impl_metric{name="drt-wirelength-per-cell",unit="µm"} 9.66
chip_impl_metric{name="cp_max_fo",unit=""} 3
chip_impl_metric{name="share_comb_of_total_power",unit="%"} 32.1
chip_impl_metric{name="drt_pass1_iterations",unit=""} 4
chip_impl_metric{name="power.sequential.fraction",unit="%"} 42.5
chip_impl_metric{name="power.total",unit="µW"} 480
chip_impl_metric{name="antenna_found_initial",unit=""} 0
chip_impl_metric{name="die_width",unit="µm"} 80
chip_impl_metric{name="power_report.internal_total",unit="µW"} 340
chip_impl_metric{name="max_cap_check_violation_count",unit=""} 0
chip_impl_metric{name="maxSlewViolCount",unit=""} 0
chip_impl_metric{name="areaGrowthSynthToFinish",unit="%"} 53.4
chip_impl_metric{name="floorplan.rows",unit=""} 21
chip_impl_metric{name="maximum_number_of_pins_on_one_net_before_global_route_repair",unit=""} 11
chip_impl_info{name="critical_path.top_delay_family",value="simple AND/OR/NAND/NOR gates"} 1
chip_impl_metric{name="place_congestion",unit=""} 0.856
chip_impl_info{name="worstSetupStartpointType",value="flip-flop"} 1
chip_impl_metric{name="via_per_inst",unit=""} 3.72
chip_impl_metric{name="layout.area.comb",unit="µm²"} 334
chip_impl_metric{name="detailedRoute.firstIterationViolations",unit=""} 7
chip_impl_metric{name="cts.sink_count",unit=""} 8
chip_impl_metric{name="grt_first_pass_wirelength",unit="mm"} 2.04
chip_impl_metric{name="synth.yosys.chip_area",unit="µm²"} 508
chip_impl_metric{name="skew",unit="ps"} 4.79
chip_impl_metric{name="synthesis.area_per_instance",unit="µm²"} 7.82
chip_impl_metric{name="clock_path_buffers",unit=""} 2
chip_impl_metric{name="final_min_period_over_clock_period",unit="%"} 94.6
chip_impl_info{name="critical_path.startpoint",value="internal_reg[4]"} 1
chip_impl_metric{name="nFillCells",unit=""} 384
chip_impl_metric{name="dieHeight",unit="µm"} 80
chip_impl_metric{name="via_count",unit=""} 491
chip_impl_metric{name="clk_slew_on_worst_s_h_paths",unit="ps"} 50
chip_impl_metric{name="grt_usage",unit="%"} 3.94
chip_impl_metric{name="netSwitchingFraction",unit="%"} 29.2
chip_impl_metric{name="synthDominantCellAreaShare",unit="%"} 31.5
chip_impl_metric{name="p_sw",unit="µW"} 140
chip_impl_info{name="crit_path_cell_trace",value="nor4_2 -> nand2_1 -> or3_1 -> clkdlybuf4s15_1"} 1
chip_impl_info{name="post-synth-top-count-cell",value="sky130_fd_sc_hd__nand2_1"} 1
chip_impl_info{name="area_leaders",value="sky130_fd_sc_hd__dfxtp_1, sky130_fd_sc_hd__ha_1, sky130_fd_sc_hd__buf_4"} 1
chip_impl_info{name="hold_path_class",value="reg2reg"} 1
chip_impl_info{name="synthDominantAreaCellType",value="sky130_fd_sc_hd__dfxtp_1"} 1
chip_impl_info{name="cts_tree",value="yes"} 1
chip_impl_metric{name="hold_viol",unit=""} 0
chip_impl_info{name="post_synth_most_frequent_cells",value="sky130_fd_sc_hd__nand2_1, sky130_fd_sc_hd__dfxtp_1, sky130_fd_sc_hd__o21ai_0, sky130_fd_sc_hd__nand3_1, sky130_fd_sc_hd__buf_4"} 1
chip_impl_metric{name="power_density_cells",unit="nW/µm²"} 616
chip_impl_metric{name="critical_path.max_stage_delay",unit="ps"} 370
chip_impl_metric{name="worst-endpoint-required",unit="ps"} 1600
chip_impl_metric{name="drc_errors",unit=""} 0
chip_impl_metric{name="drt_wl_total",unit="mm"} 1.28
chip_impl_metric{name="ioPinCount",unit=""} 18
chip_impl_metric{name="placement.cell_area",unit="µm²"} 708
chip_impl_metric{name="vias_in_the_first_global_route",unit=""} 494
chip_impl_metric{name="path_buffers",unit=""} 1
==> cells by family (layout without fill, tap and decap cells) <==
family                   Yosys count  count (layout)  synth area share, %
multiplexers                       1               1                 2.22
other                              1               5                0.738
AND/OR/NAND/NOR                   30              30                 30.8
AND-OR/OR-AND                      8               8                 8.62
buffers and inverters             10              27                 11.1
XOR/XNOR                           3               3                 5.17
flip-flops                         8               8                 31.5
adder cells (fa/ha/maj)            4               4                 9.85
==> power groups by stage <==
stage         clock network (mW)  logic [mW]  registers (mW)
CTS                        0.128       0.138           0.201
global route               0.146       0.172           0.208
finish                     0.122       0.154           0.204
==> per-stage QoR <==
step	util, %	worst slack [ps]	setup TNS, ps
4_1_cts	21.6	-67.8	-67.8
3_5_place_dp	20.7	32.1	0
3_3_place_gp	20.7	45.3	0
5_1_grt	22.8	8.57	0
6_report	22.8	107	0
2_1_floorplan	-	470	0
==> placed cells by master (no fill, tap or decap), drive strengths merged <==
cell and n:
buf 9, o311ai 1, nor4 1, clkbuf 4
clkdlybuf4s50 9, nor2b 3, dlymetal6s2s 1, dfxtp 8
nand4 1, or4 3, xnor2 1, clkdlybuf4s15 1
nor3 1, nand2 9, nand3 6, or2 1
or3 1, inv 3, ha 4, conb 5
xor2 2, mux2 1, o21ai 7, nor2 4
==> layer usage <==
metal | global-route usage (%) | share of wire, % | vias to the layer above
met5 | 0 | 0 | -
met4 | 0.528 | 0.86 | 0
met3 | 2.39 | 7.1 | 2
met2 | 5.86 | 41 | 13
met1 | 4.88 | 51 | 219
li1 | - | - | 257
==> final cells by class <==
class	instances	share of cell area (%)
Multi-Input combinational cell	51	42.9
Sequential cell	8	21.7
Clock buffer	3	2.89
Timing Repair Buffer	21	23.8
Tap cell	46	7.38
Inverter	3	1.44
==> worst reg2reg max path, delay by kind of cell (launching register included) <==
kind | cells | cell delay [ps]
simple gates | 3 | 750
flops | 1 | 340
buf+inv | 1 | 120
==> worst min-delay path by stage <==
stage / from / to / slack (ps) / cells past startpoint
after CTS: internal_reg[0] / internal_reg[0] / 600 / 2
after global routing: internal_reg[0] / internal_reg[0] / 600 / 2
final: internal_reg[0] / internal_reg[0] / 560 / 2
==> what timing repair did <==
item                                    in CTS  in global routing
buffers inserted                             1                  1
pin swaps                                    2                  5
gates resized                                3                 15
endpoints found under the setup margin       2                  3
cloned                                       0                  0
Power is estimated from default activity; no workload was simulated.
