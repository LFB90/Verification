[./config.mk]
export PLATFORM = sky130hd
export DESIGN_NAME = voting_circuit
export DESIGN_NICKNAME = voting_circuit
export VERILOG_FILES = /design/flow/design.v
export SDC_FILE = /design/flow/constraint.sdc
export NUM_CORES = 4
export LEC_CHECK = 1
export CORE_AREA = 10 10 78 78
export DIE_AREA = 0 0 88 88
[./constraint.sdc]
current_design voting_circuit

set clk_period 6.8
set clk_io_pct 0.2

create_clock -name clk0 -period $clk_period

set non_clock_inputs [all_inputs -no_clocks]
set_input_delay [expr $clk_period * $clk_io_pct] -clock clk0 $non_clock_inputs
set_output_delay [expr $clk_period * $clk_io_pct] -clock clk0 [all_outputs]
[./design.v]
module voting_circuit(input [7:0] in1, input [7:0] in2, input [7:0] in3, output reg [7:0] out);
    always @(in1, in2, in3) begin
        if((in1 > in2) && (in1 > in3)) begin
            out <= in1;
        end else if((in2 > in1) && (in2 > in3)) begin
            out <= in2;
        end else begin
            out <= in3;
        end
    end
endmodule
[./run.sh]
#!/bin/bash
# OpenROAD 26Q1-2900-gdf79404cd8, Yosys 0.63+post, stock flow scripts
make -C /OpenROAD-flow-scripts/flow DESIGN_CONFIG=/design/flow/config.mk WORK_HOME=/design/flow/orfs finish
==> flow_metrics.tcl <==
# implementation run metrics
set metrics [dict create \
    hold_viol 0 \
    relSlewSlack_pct 49.7 \
    diodes 0 \
    firstDrtPassIters 4 \
    cp-endpoint "out[5]" \
    final_max_slew_viol_count 0 \
    stdcell_count 191 \
    rows 24 \
    routed_via_density 4.70 \
    vias 898 \
    drt_iter0_drc 41 \
    grt_first_pass_wirelength_um 4120 \
    crit_path_start_kind "input port" \
    hold_path_class "input port to output port" \
    maxCapViolCount 0 \
    ir_worst_vdd_uv 14.4 \
    cpMaxStageDelayCell "a211oi_2" \
    finish.utilization_pct 27.0 \
    cp_num_cells 10 \
    worstPathArrival_ns 4.04 \
    routabilityCongestion 0.919 \
    p_leak_uw 0.000523 \
    syn_inst 108 \
    fin_crit_sh_pct 79.5 \
    fp.coreArea_sq_um 4410 \
    tns_ns 0 \
    crit_fanout 16 \
    drt_wl_total_um 2490 \
    synthTopCellsByArea "ha_1, a211oi_1, inv_1" \
    status "complete, no violations" \
    ys.warnings.count 1 \
    ys_area_sq_um 812 \
    nClkBuffers 0 \
    cpPeakStageDelay_ns 0.65 \
    post_cts_buffers 0 \
    placedCellCount 191 \
    chipArea_sq_um 7740 \
    antenna_left 0 \
    cp.required_ns 5.44 \
    grt_start_max_net_pins 17 \
    grt_usage_pct 6.13 \
    flop_area_sq_um 0 \
    initCoreUtil_pct 18.4 \
    power_uw 90.0 \
    yosysTopAreaCell "ha_1" \
    yosys-stat-cells 108 \
    setup.worst_path.end_class "output port" \
    min_period_ns 5.40 \
    critical_path.top_delay_family "AND-OR/OR-AND gates" \
    synth_top_cell_by_count "ha_1" \
    die_x_um 88 \
    syn_area_sq_um 812 \
    placed_cell_area_sq_um 1190 \
    rsz0062_at_grt "no" \
    yosysTopAreaCellShare_pct 37.0 \
    drc 0 \
    numPortBuffers 32 \
    die_y_um 88 \
    place_hpwl_um 2220 \
    cpMostUsedCell "clkdlybuf4s50_1" \
    top_layer "met4" \
    cts_resized 0 \
    power_density_nw_per_um2 75.5 \
    ys_types 25 \
    wl_met2_um 1190 \
    cp-startpoint "in3[1]" \
    seq_cells 0 \
    postCtsHoldBufs 0 \
    grt_overflow 0 \
    drive_gt1_share_pct 3.60 \
    wl_met3_um 196 \
    finalSetupViolCount 0 \
    ios 32 \
    warnings 32 \
    design_area_sq_um 1190 \
    top_cells_by_count "ha_1, inv_1, a211oi_1" \
    fmax_ghz 0.185 \
    syn_area_per_cell_sq_um 7.52 \
    antenna_found_initial 0 \
    tightest_slew_ns 0.753 \
    grt_pass1_vias 916 \
    wl_met1_um 1090 \
    cp_cell_sequence "clkdlybuf4s50_1 -> inv_1 -> ha_1 -> nor2b_1 -> o211ai_2 -> a21oi_1 -> a211oi_2 -> o21ai_0 -> a31oi_1 -> clkdlybuf4s50_1" \
    avgRoutedWirePerCell_um 13.0 \
    synth_seq_share_pct 0 \
    path_class "input port to output port" \
    cp_num_buf_inv 3 \
    area_delta_synth_final_pct 46.8 \
]
==> worst min-delay path by stage <==
| stage | from | end | slack [ns] | cells past startpoint |
|---|---|---|---|---|
| final | in3[6] | out[6] | 3.70 | 4 |
| after global routing | in3[6] | out[6] | 3.75 | 4 |
| after CTS | in3[6] | out[6] | 3.72 | 4 |
==> power by group <==
| group | switching [uW] | internal (uW) | total, uW |
|---|---|---|---|
| clock | 0 | 0 | 0 |
| combinational | 39.9 | 50.1 | 90.0 |
| sequential | 0 | 0 | 0 |
==> cells in the final DEF, fill, tap and decap left out, drive strengths merged <==
master	n
nor2	2
ha	24
a211oi	10
nand2	2
nand3b	7
nand4	4
a21oi	6
o211ai	2
o21ai	10
clkdlybuf4s50	32
inv	16
nand3	2
or3	1
and4	2
a31oi	8
nor2b	3
o22ai	1
o21a	2
a21o	5
==> metal layers <==
layer	global-route usage, %	vias up
met2	11.0	18
met3	1.12	2
met1	7.73	394
met4	0.435	0
li1	-	484
met5	0	-
==> tightest hold or removal path, cell delays in order <==
cell and delay [ns]:
clkdlybuf4s50_1 0.42, o21ai_0 0.08, a31oi_1 0.07, clkdlybuf4s50_1 0.41
==> final cells by class <==
class                           count  area (sq um)
Multi-Input combinational cell     91           747
Tap cell                           52          65.1
Timing Repair Buffer               32           320
Fill cell                         468          3220
Inverter                           16          60.1
==> cells by family after synthesis <==
kind of cell | Yosys count | synth area share, %
buf+inv | 17 | 8.01
simple gates | 23 | 18.5
compound gates | 44 | 36.5
fa+ha+maj | 24 | 37.0
==> metrics by stage <==
| stage | worst slack [ns] | hold slack, ns |
|---|---|---|
| 4_1_cts | 1.39 | 3.72 |
| 6_report | 1.40 | 3.70 |
| 5_1_grt | 1.13 | 3.75 |
| 3_3_place_gp | 1.43 | 3.72 |
| 2_1_floorplan | 2.74 | 2.81 |
| 3_5_place_dp | 1.39 | 3.71 |
Power is estimated from default activity; no workload was simulated.
