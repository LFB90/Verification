==> /design/flow/design.v <==
module counter(input clk, input reset, output reg [7:0] count);
    always @(posedge clk) begin
        if(reset) begin
            count <= 8'h00;
        end else begin
            count <= count + 1;
        end
    end
endmodule
==> /design/flow/run.sh <==
#!/bin/bash
# OpenROAD 26Q1-2900-gdf79404cd8, Yosys 0.63+post, stock flow scripts
make -C /OpenROAD-flow-scripts/flow DESIGN_CONFIG=/design/flow/config.mk WORK_HOME=/design/flow/orfs finish
==> /design/flow/config.mk <==
export PLATFORM = sky130hd
export DESIGN_NAME = counter
export DESIGN_NICKNAME = counter
export VERILOG_FILES = /design/flow/design.v
export SDC_FILE = /design/flow/constraint.sdc
export NUM_CORES = 4
export LEC_CHECK = 1
export CORE_AREA = 10 10 70 70
export DIE_AREA = 0 0 80 80
==> /design/flow/constraint.sdc <==
current_design counter

set clk_period 1.8
set clk_io_pct 0.2

create_clock -name clk0 -period $clk_period [get_ports {clk}]

set non_clock_inputs [all_inputs -no_clocks]
set_input_delay [expr $clk_period * $clk_io_pct] -clock clk0 $non_clock_inputs
set_output_delay [expr $clk_period * $clk_io_pct] -clock clk0 [all_outputs]
==> run notes <==
fresh numbers from the pnr run: outcome=finished clean, top cells, area=sky130_fd_sc_hd__dfxtp_1 53%, sky130_fd_sc_hd__or3_1 6.2%, sky130_fd_sc_hd__xnor2_1 5.8%, sky130_fd_sc_hd__a21oi_1 4.9%, sky130_fd_sc_hd__o21ai_0 4.9%, Synth Warn #=1, most frequently placed logic cell in the final layout=sky130_fd_sc_hd__clkdlybuf4s50_1, Detailed Route Iter0 Violations=7, cell count listed in synth_stat.txt=33, global-route wire length before repair=1220 µm, CTS sink cnt=8, fp util=8.90%, GR Util All Layers=2.44%, number of detailed-routing iterations run before antenna repair=3, clock tree skew after final layout=0.00209 ns, initial antenna violation count=0, Lkg Pwr=0.148 nW, fraction of final layout cells with drive strength greater than 1=9.09%, via count normalized by instance count=2.98, number of cells on the critical path=1, critical-path maximum fanout=5, library cell used as clock root buffer=sky130_fd_sc_hd__clkbuf_4, number of flip-flops under the largest register name=8, placed instance area=448 µm², registers with the most flip-flops=count x8, sequential share of power=54.1%, die area=6400 µm², final weighted congestion of routability-driven global placement=0.747, worst min-delay path class=reg -> reg, R2R Path End=count[6], area share, top type=52.7%, die extent in y=80 µm, Unique cell types=15, Power Dens Cells=744 nW/µm², setup total negative slack=0 ns, Hold Violations, Final=0, final cell area excluding filler cells=470 µm², met2 WL post-DR=185 µm, final WL=716 µm, maximum number of pins on one net before global-route repair=9, flop2flop setup slack=0.48 ns, metal3 WL=162 µm, total number of H-tree levels=1, chain of cells forming the critical path=clkdlybuf4s50_1, Setup CP Type=reg -> out, cell-internal power=0.276 mW, IO Count=10, worst skew pair latency=0.25 ns, total global routing overflow=0, relative contribution of combinational cells to total power=6.7%, via count of the first global-routing pass=267, Die X=80 µm, cell depth of the worst hold path=1, pre-CTS setup slack=0.506 ns, synth-to-layout area growth=54.7%, clock tree from TritonCTS=done, actual slew at the worst max-slew pin=0.310 ns, Reg area=160 µm², first element of the critical path=count[2], Post-Route Hold Slack=0.472 ns, area reported by Yosys stat=304 µm², top logic cells by instance count in the layout=9 x sky130_fd_sc_hd__clkdlybuf4s50_1, 8 x sky130_fd_sc_hd__dfxtp_1, 4 x sky130_fd_sc_hd__nor2_1, Mean Syn Cell Area=9.21 µm², clk buf depth=2, Reg2Reg Depth=4, number of input and output port buffers inserted=9, unrepaired setup endpoints after global routing=false, library cell with the largest summed area after synthesis=sky130_fd_sc_hd__dfxtp_1, drt wl/cell=7.96 µm, cell count after synthesis=33, total net switching power=0.0744 mW, hold-fix buffers at CTS=0, number of clock buffers inserted by TritonCTS=3, Critical Path RT=1.44 ns, total via count in the routed design=268, achievable clock frequency=0.652 GHz, number of max-capacitance violations reported=0, Max stage delay on crit path=0.51 ns, post-route DRC violation count=0, Reg2Reg Launch Point=count[0], DR top layer=met3, CP delay by family, top=buffers and inverters, total number of warnings across the stage logs=25, Antenna Violating Nets Remaining=0, clock slew at reported path FFs=0.05 ns, Max-Slew Margin vs Limit=79.2%, critical path startpoint category=flop, net switching fraction of the power=21.3%, Crit path arrival time=1.17 ns, time the final worst path needs with I/O delays and setup=1.53 ns, category of the worst setup path capture point=primary output, largest register by flop count=count, number of diodes=0, # resized after CTS=0, Core Region=3420 µm², register area share after synthesis=52.7%, count of standard-cell rows=21, post-synthesis sequential element count=8, Clk pwr share=39.2%, count of fill cells added during filler insertion=393, Met1 Routed Length=368 µm, Final Cycle Share=85.3%, max-slew violations=0, capturing element of the worst setup path=count[2], Worst IR Drop VDD=299 µV, setup fix buffers added after clock tree synthesis=0, logic area=136 µm², CP bufs+invs=1, Final WS setup=0.265 ns, number of setup violations in the final report=0, master of the slowest instance on the critical path=sky130_fd_sc_hd__clkdlybuf4s50_1, cell area after technology mapping=304 µm²
==> cells in the mapped netlist <==
master and instances:
sky130_fd_sc_hd__or3_1 3, sky130_fd_sc_hd__nand3_1 2, sky130_fd_sc_hd__inv_1 1, sky130_fd_sc_hd__nand2_1 1, sky130_fd_sc_hd__nor2_1 4, sky130_fd_sc_hd__ha_1 1, sky130_fd_sc_hd__nor2b_1 1, sky130_fd_sc_hd__a21oi_1 3
sky130_fd_sc_hd__dfxtp_1 8, sky130_fd_sc_hd__o21ai_0 3, sky130_fd_sc_hd__and3_2 1, sky130_fd_sc_hd__nand4_1 1, sky130_fd_sc_hd__xnor2_1 2, sky130_fd_sc_hd__xor2_1 1, sky130_fd_sc_hd__clkbuf_1 1
==> worst min path at each step <==
stage | slack [ns] | start | endpoint
5_1_grt | 0.51 | count[0] | count[0]
4_1_cts | 0.48 | count[0] | count[0]
6_report | 0.47 | count[0] | count[0]
==> power groups by stage <==
stage	logic [mW]	registers, mW	clock network, mW
after global routing	0.0275	0.191	0.150
final	0.0236	0.189	0.137
after CTS	0.0242	0.189	0.140
==> stage by stage <==
| step | total power, mW | cells | util, % |
|---|---|---|---|
| final | 0.350 | 90 | 13.8 |
| after global placement | 0.215 | 87 | 13.1 |
| after detailed placement | 0.217 | 87 | 13.1 |
| after global routing | 0.368 | 90 | 13.8 |
| after floorplan | 0.200 | 33 | - |
| after CTS | 0.353 | 90 | 13.8 |
==> cell type report <==
| class | instances | area share, % |
|---|---|---|
| Clock buffer | 3 | 4.79 |
| Inverter | 1 | 0.798 |
| Multi-Input combinational cell | 23 | 29.0 |
| Sequential cell | 8 | 34.0 |
| Tap cell | 46 | 12.2 |
| Timing Repair Buffer | 9 | 19.1 |
==> per-layer routing <==
metal / GRT usage [%] / vias to the layer above
met4: 0.352 / 0
met1: 3.11 / 116
met3: 2.84 / 0
met5: 0 / -
li1: - / 138
met2: 2.57 / 14
==> cell families after synthesis <==
group / synth area share [%]
simple gates: 22.2
flops: 52.7
compound gates: 9.87
xor+xnor: 8.64
buf+inv: 2.47
fa+ha+maj: 4.11
==> worst reg2reg max path: cells and delay by family, from the launching register on <==
| kind | cells | cell delay, ns |
|---|---|---|
| and+or+nand+nor | 2 | 0.52 |
| AOI/OAI and AO/OA | 1 | 0.15 |
| adders and majority gates | 1 | 0.20 |
| DFF | 1 | 0.38 |
Power is estimated from default activity; no workload was simulated.
